File: design/flow/config.mk
export PLATFORM = sky130hd
export DESIGN_NAME = VerificationAdd
export DESIGN_NICKNAME = VerificationAdd
export VERILOG_FILES = /design/flow/design.v
export SDC_FILE = /design/flow/constraint.sdc
export NUM_CORES = 4
export LEC_CHECK = 1
export CORE_AREA = 10 10 70 70
export DIE_AREA = 0 0 80 80
File: design/flow/constraint.sdc
current_design VerificationAdd

set clk_period 3.8
set clk_io_pct 0.2

create_clock -name clk0 -period $clk_period [get_ports {clk}]

set non_clock_inputs [all_inputs -no_clocks]
set_input_delay [expr $clk_period * $clk_io_pct] -clock clk0 $non_clock_inputs
set_output_delay [expr $clk_period * $clk_io_pct] -clock clk0 [all_outputs]
File: design/flow/design.v
`timescale 1ns / 1ps
module VerificationAdd#(parameter N = 5)(clk,q_out,c_in,cout,a,b,mux_in);
input clk;
input c_in;
input [N-1:0]a;
input [N-1:0]b;
input mux_in;
output cout;
output reg [N-1:0]q_out;
wire  [N-1:0]L;
assign {cout,L} = a+b+c_in;
always @(posedge clk)
        if (mux_in ==0)
            q_out=L;
        else 
            q_out=~L;
endmodule
File: design/flow/run.sh
#!/bin/bash
# OpenROAD 26Q1-2900-gdf79404cd8, Yosys 0.63+post, stock flow scripts
make -C /OpenROAD-flow-scripts/flow DESIGN_CONFIG=/design/flow/config.mk WORK_HOME=/design/flow/orfs finish
==> flow_metrics.tcl <==
# collected from the flow reports
set metrics [dict create \
    run_status "finished, final reports clean" \
    rsz0062_at_grt "false" \
    ys_top_logic_family "adder cells" \
    p_per_area_nw_per_um2 350 \
    syn_area_sq_um 318 \
    grt_pass1_vias 291 \
    stdcell_count 94 \
    design.die.area_sq_um 6400 \
    ys_cells 27 \
    design_area_sq_um 571 \
    routed_wl_um 754 \
    num_rows 21 \
    hold_path.class "input port to register" \
    period_needed_ps 3340 \
    grt_antenna_before_repair 0 \
    cts_tree "done" \
    largest_register_ffs 5 \
    worst-setup-path-type "input port to output pin" \
    yosysUniqueCellTypes 11 \
    p_switching_uw 42.5 \
    crit_end "cout" \
    first_iter_violations 1 \
    die_w_um 80 \
    antenna_cells_inserted 0 \
    cp-end-kind "output pin" \
    xor_area_share_pct 22.0 \
    final_cell_mix "clkdlybuf4s50_1 (18), dfxtp_1 (5), xor2_1 (4), xnor2_1 (4), ha_1 (4)" \
    grt_max_degree 6 \
    lay_top_count "clkdlybuf4s50_1" \
    yosys_warnings 1 \
    cts_buffer_depth 2 \
    syn_avg_cell_area_sq_um 11.8 \
    crit_start "a[0]" \
    synthCells 27 \
    max-slew-margin-rel_pct 81.1 \
    grt-ovfl-total 0 \
    p_leak_nw 0.222 \
    dp.cells 90 \
    critPathLaunchType "input port" \
    cts_resized 0 \
    p_seq_share_pct 34.6 \
    dpl_worst_slack_ps 435 \
    ys_sh_aoi_pct 13.4 \
    grt_usage_pct 2.35 \
    fillers 390 \
    tightestPinTransition_ps 283 \
    p_comb_share_pct 36.3 \
    hold_buffers 0 \
    cts_buffers 3 \
    synthMuxAreaShare_pct 0 \
    synth-adder-area-share_pct 28.3 \
    dr.pass1.iters 2 \
    setup_viol 0 \
    io_buffers 18 \
    hold_viol 0 \
    drv_cap 0 \
    cp.arrival_ps 2580 \
    clock.fmax_mhz 300 \
    wl_per_cell_um 8.02 \
    vdd_ir_drop_max_uv 52.0 \
    placed_cell_area_sq_um 544 \
    vias 248 \
    crit_required_ps 3040 \
    yosys_area_sq_um 318 \
    boundaryPins 19 \
    p_sw_share_pct 21.3 \
    cp_max_fo 2 \
    grt_first_pass_wirelength_um 1180 \
    final.period_utilization_pct 87.8 \
    gp_congestion 0.669 \
    final_util_pct 16.7 \
    setup-tns-final_ps 0 \
    htreeDepth 1 \
    postCtsSetupBuffers 0 \
    ant_nets 0 \
    clk_pin_slew_ps 40 \
    drcViolationCount 0 \
    initial_core_util_pct 9.30 \
    ys_ff 5 \
    ys_sh_simple_pct 1.18 \
    root_buffer "clkbuf_4" \
    cts_num_sinks 5 \
    drive_gt1_share_pct 10.4 \
    timing.final.ws_setup_ps 464 \
    p_int_uw 157 \
    warning_count 25 \
    maxSlewViolCount 0 \
    vias_per_cell 2.64 \
    design.core.area_sq_um 3420 \
    ys_seq_share_pct 31.5 \
    die_h_um 80 \
    clkPwrFrac_pct 29.1 \
    area_growth_pct 79.5 \
]
==> cell usage after synthesis <==
cell	count	area share, %
ha_1	4	16
a21o_1	2	4.7
o21ai_0	1	1.6
a21oi_2	2	5.5
xnor2_1	4	11
xor2_1	4	11
fa_1	2	13
buf_6	1	3.5
nand2_1	1	1.2
a21oi_1	1	1.6
dfxtp_1	5	31
==> cell families after synthesis <==
logic type      count (synthesis)
fa+ha+maj                       6
compound gates                  6
simple gates                    1
xor+xnor                        8
buf+inv                         1
flops                           5
==> layer usage <==
metal | vias up | GRT usage [%] | share of wire [%]
li1 | 131 | - | -
met1 | 111 | 1.49 | 22
met2 | 6 | 5.06 | 65
met3 | 0 | 1.48 | 12
met4 | 0 | 0.528 | 0
met5 | - | 0 | 0
==> layout make-up <==
| cell class | instances | area [sq um] | area share [%] |
|---|---|---|---|
| timing repair buffer | 18 | 180 | 31.6 |
| sequential | 5 | 100 | 17.5 |
| tap | 46 | 57.6 | 10.1 |
| clock buffer | 4 | 26.3 | 4.61 |
| multi-input combinational | 21 | 206 | 36.2 |
==> worst max-delay path: stages <==
cell	delay (ps)
clkdlybuf4s50_1	430
fa_1	460
a21o_1	210
a21oi_2	180
o21ai_0	110
clkdlybuf4s50_1	430
==> through the flow <==
stage | hold WS, ps | power (mW)
final | 1280 | 0.200
after global routing | 1290 | 0.219
after CTS | 1280 | 0.206
after detailed placement | 1440 | 0.145
after global placement | 1440 | 0.144
after floorplan | 968 | 0.0977
==> power groups by stage <==
stage / Combinational, mW / Sequential (mW) / Clock, mW
CTS: 0.0748 / 0.0693 / 0.0616
global route: 0.0811 / 0.0713 / 0.0667
finish: 0.0723 / 0.0691 / 0.0581
==> worst min path at each step <==
stage	start	endpoint	slack (ps)	cells past startpoint
finish	c_in	q_out[0]	1280	3
CTS	c_in	q_out[0]	1280	3
global route	c_in	q_out[0]	1290	3
No activity file was given, so power comes from the tool's default toggle rates.
